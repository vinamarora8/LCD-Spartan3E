### flow/constraint.sdc
current_design init_lcd

set clk_period 12.9
set clk_io_pct 0.2

create_clock -name clk0 -period $clk_period [get_ports {clk}]

set non_clock_inputs [all_inputs -no_clocks]
set_input_delay [expr $clk_period * $clk_io_pct] -clock clk0 $non_clock_inputs
set_output_delay [expr $clk_period * $clk_io_pct] -clock clk0 [all_outputs]
### flow/run.sh
#!/bin/bash
# OpenROAD 26Q1-2900-gdf79404cd8, Yosys 0.63+post, stock flow scripts
make -C /OpenROAD-flow-scripts/flow DESIGN_CONFIG=/design/flow/config.mk WORK_HOME=/design/flow/orfs finish
### flow/design.v
module command_sender(clk, start, rs_in, rw_in, data_in, lcd_rs, sf_d, lcd_rw, lcd_e, ready);
parameter t1 = 5;
parameter t2 = 20;
parameter t3 = 50;
parameter t4 = 25;
parameter t5 = 3000;
input clk;
input start;
input rs_in;
input rw_in;
input [7:0] data_in;
output reg lcd_rs;
output reg [3:0] sf_d;
output reg lcd_rw;
output reg lcd_e;
output ready;
reg [11:0] counter;
initial counter = 0;
reg status;
initial status = 1'b0;
initial
begin
	lcd_rs = 1'b0;
	lcd_rw = 1'b0;
	sf_d = 4'h0;
	lcd_e = 1'b0;
end
assign ready = (counter == 0 & status == 1'b0);
always @(posedge clk)
begin
	if (start)
		status = 1'b1;
	if (status)
	begin
		if (counter == 0)
		begin
			lcd_rs = rs_in;
			sf_d = data_in[7:4];
			lcd_rw = rw_in;
		end
		if (counter == t1)
		begin
			lcd_e = 1'b1;
		end
		if (counter == (t1+t2))
		begin
			lcd_e = 1'b0;
			sf_d = data_in[3:0];
		end
		if (counter == (t1+t2+t3))
		begin
			lcd_e = 1'b1;
		end
		if (counter == (t1+t2+t3+t4))
		begin
			lcd_e = 1'b0;
			lcd_rs = 1'b0;
			lcd_rw = 1'b0;
			sf_d = 4'h0;
			lcd_e = 1'b0;
		end
		if (counter == (t1+t2+t3+t4+t5))
		begin
			counter = 0;
			status = 1'b0;
		end
		else
		begin
			counter = counter + 1;
		end
	end
end
endmodule
module init_lcd(clk, start, lcd_rs, lcd_rw, lcd_e, sf_d, ready);
input clk;
input start;
output lcd_rs;
output lcd_rw;
output lcd_e;
output [3:0] sf_d;
output ready;
reg on_status;		 
reg op_status;		 
reg [19:0] counter;
initial
begin
	on_status = 1'b0;
	op_status = 1'b0;
	counter = 0;
end
reg pu_lcd_rw;
reg pu_lcd_rs;
reg pu_lcd_e;
reg [3:0] pu_sf_d;
initial
begin
	pu_lcd_rw = 1'b1;
	pu_lcd_rs = 1'b0;
	pu_lcd_e = 1'b0;
	pu_sf_d = 4'h0;
end
reg [9:0] command;
reg issue_command;
wire [3:0] dc_sf_d;
wire dc_lcd_rw;
wire dc_lcd_rs;
wire dc_lcd_e;
wire command_sender_ready;
initial
begin
	command = 0;
	issue_command = 1'b0;
end
assign ready = (counter == 0) & (~on_status) & (~op_status);
assign lcd_rs = (op_status) ? dc_lcd_rs : pu_lcd_rs;
assign lcd_rw = (op_status) ? dc_lcd_rw : pu_lcd_rw;
assign lcd_e = (op_status) ? dc_lcd_e : pu_lcd_e;
assign sf_d = (op_status) ? dc_sf_d : pu_sf_d;
command_sender command_sender_1(
	.clk(clk),
	.start(issue_command),
	.rs_in(command[9]),
	.rw_in(command[8]),
	.data_in(command[7:0]),
	.lcd_rs(dc_lcd_rs),
	.lcd_rw(dc_lcd_rw),
	.sf_d(dc_sf_d),
	.lcd_e(dc_lcd_e),
	.ready(command_sender_ready)
	);
always @(posedge clk)
begin
	if (start)
		on_status = 1'b1;
	if (on_status)
	begin
		if (~op_status)
		begin
			if (counter == 0)
			begin
				pu_sf_d = 4'h0;
				pu_lcd_e = 1'b0;
				pu_lcd_rs = 1'b0;
				pu_lcd_rw = 1'b0;
			end
			if (counter == 750000)
			begin
				pu_sf_d = 4'h3;
				pu_lcd_e = 1'b1;
			end
			if (counter == 750015)
			begin
				pu_sf_d = 4'h0;
				pu_lcd_e = 1'b0;
			end
			if (counter == 955100)
			begin
				pu_sf_d = 4'h3;
				pu_lcd_e = 1'b1;
			end
			if (counter == 955115)
			begin
				pu_sf_d = 4'h0;
				pu_lcd_e = 1'b0;
			end
			if (counter == 960200)
			begin
				pu_sf_d = 4'h3;
				pu_lcd_e = 1'b1;
			end
			if (counter == 960215)
			begin
				pu_sf_d = 4'h0;
				pu_lcd_e = 1'b0;
			end
			if (counter == 962300)
			begin
				pu_sf_d = 4'h2;
				pu_lcd_e = 1'b1;
			end
			if (counter == 962315)
			begin
				pu_sf_d = 4'h0;
				pu_lcd_e = 1'b0;
			end
			if (counter == 964500)
			begin
				counter = 0;
				op_status = 1'b1;
			end
			else
			begin
				counter = counter + 1;
			end
		end
		if (op_status)
		begin
			if (command_sender_ready)
			begin
				if (counter == 0)
				begin
					command = 10'b0000101000;
					issue_command = 1'b1;
				end
				else if (counter == 1)
				begin
					command = 10'b0000000110;
					issue_command = 1'b1;
				end
				else if (counter == 2)
				begin
					command = 10'b0000001100;
					issue_command = 1'b1;
				end
				else if (counter == 3)
				begin
					command = 10'b0000000001;
					issue_command = 1'b1;
				end
				else if (counter < 100000)
				begin
					counter = counter + 1;
				end
				else if (counter == 100000)
				begin
					counter = 0;
					op_status = 1'b0;
					on_status = 1'b0;
				end
			end
			else if (issue_command)
			begin
				issue_command = 1'b0;
				counter = counter + 1;
			end
		end
	end
end
endmodule 
### flow/config.mk
export PLATFORM = sky130hd
export DESIGN_NAME = init_lcd
export DESIGN_NICKNAME = init_lcd
export VERILOG_FILES = /design/flow/design.v
export SDC_FILE = /design/flow/constraint.sdc
export NUM_CORES = 4
export LEC_CHECK = 1
export CORE_UTILIZATION = 30
==> results.yml <==
# synthesis and place-and-route metrics
final_timing:
  layout_worst_path_cycle_share: 0.400
  finalHoldViolCount: 0
  layout_min_cycle_time_ps: 5160
  finalSetupTns_ps: 0
  clock_skew_ps: 5.08
  fmax_mhz: 194
  setup_slack_ps: 7740
  setup_viol: 0
  worst_pin_slew_ps: 782
  maxSlewHeadroom: 0.473
  drv_slew: 0
  grt_setup_unrepaired: "no"
clock_tree:
  clock_latency_ps: 300
  cts_tree: "built"
  post_cts_resized: 0
  clock-sinks: 49
  clkTransAtPathRegs_ps: 70
  cts-root-buf: "clkbuf_16"
  cts_setup_buffers: 0
  clock_path_buffers: 2
  ctsHoldBuffers: 0
  htreeDepth: 2
  numCtsBuffers: 5
setup_path:
  cp_max_fo: 19
  worst_setup_path_start_kind: "register"
  critical_path_class: "register to primary output"
  worstPathRequired_ps: 10320
  rr_worst_depth: 10
  arrival_ps: 2580
  endpoint_kind: "primary output"
  timing.rr.end: "counter[1]$_DFFE_PN_"
  regToRegStartpoint: "counter[0]$_DFFE_PN_"
  regToRegSetupSlack_ps: 8400
worst_hold_path:
  hold_path_depth: 1
  hold_path_startpoint: "command[2]$_SDFFCE_PP0P_"
  hold_class: "register to register"
  min_to: "command_sender_1.sf_d[2]$_SDFFCE_PP0P_"
synthesis:
  ys_cells: 552
  ys_types: 96
  async_flop_share: 0
  ys_seq_frac: 0.310
  synth_top_area_share: 0.302
  synth.avg_cell_area_um2: 8.47
  syn_inst: 552
  flop_cell: "edfxtp_1"
  yosys_area_mm2: 0.00468
  top_area_cell: "edfxtp_1"
  synth-edff-count: 47
  synth_area_mm2: 0.00468
  top_cells_by_area: "edfxtp_1 30%, nor2_1 4.8%, xnor2_1 4.1%"
  synth_flops: 49
  yosys_warnings: 2
floorplan:
  initial_core_util: 0.308
  die_width_um: 127
  die_y_um: 127
  core-area_mm2: 0.0152
  die-area_mm2: 0.0161
  rows: 45
  pin_count: 10
global_route:
  grt-ovfl-total: 0
  track_usage: 0.178
  grt_antenna_before_repair: 0
  grt_pass1_vias: 3990
  grt_start_max_net_pins: 36
  grt_pass1_wl_mm: 22.1
power:
  power_density_mw_per_mm2: 137
  leakagePower_nw: 1.63
  intPower_mw: 0.398
  p_switching_mw: 0.290
  seqPwrFrac: 0.431
  power_frac_clock: 0.203
  vdd_drop_max_v: 0.0000623
  netSwitchingFraction: 0.422
  p_comb_frac: 0.366
finish:
  area_growth_pct: 7.41
  layout-drive-gt1-share: 0.0838
placed_design:
  port_buffers: 8
  place_worst_setup_slack_ps: 8110
  gp_congestion: 1.01
  post-dp-hpwl_mm: 10.1
detailed_routing:
  post-route-drc-count: 0
  wl_per_cell_um: 19.0
  route.vias.total: 4321
  drtIter0Drc: 564
  ant_nets: 0
  wl_mm: 13.7
  antenna_cells: 0
  avgViaCountPerCell: 5.96
  first_pass_iters: 5
run_status:
  status: "completed"
job:
  maxCapViolCount: 0
  tool_warnings: 31
## final cells by class
| class | count | area (um2) |
|---|---|---|
| clock buffers | 5 | 125 |
| clock inverters | 3 | 28.8 |
| fillers | 1542 | 10200 |
| inverters | 15 | 56.3 |
| multi-input cells | 449 | 2990 |
| flip-flops and latches | 49 | 1450 |
| well taps | 188 | 235 |
| repair buffers | 16 | 140 |
## synth_stat cells (6+ instances only)
library cell   n
nor2_1        60
o21ai_0       22
nor2b_1        9
nand2_1       49
inv_1         14
nand3_1       14
a211oi_1       6
clkbuf_1      24
buf_2         10
and3_1         6
nand4_1       23
and2_1        10
xnor2_1       22
nor4_1        13
edfxtp_1      47
nand2b_1       6
nor3_1        21
or4_1          7
a31oi_1       11
ha_1           9
a21oi_1       28
xor2_1        20
## worst max-delay path, stage by stage, from the launching register on
cell             delay, ps
edfxtp_1               660
or4_1                  620
nor2_1                 100
nand4_1                190
nor3_1                 210
clkdlybuf4s50_1        490
## per-stage QoR
step | total power [mW] | instances | hold slack (ps) | area, um2 | util
4_1_cts | 0.687 | 725 | 521 | 5020 | 0.330
5_1_grt | 0.732 | 725 | 542 | 5020 | 0.330
3_5_place_dp | 0.543 | 717 | 503 | 4870 | 0.320
6_report | 0.688 | 725 | 520 | 5020 | 0.330
2_1_floorplan | 0.488 | 553 | 489 | 4680 | -
3_3_place_gp | 0.543 | 717 | 505 | 4870 | 0.320
## how the worst max path moves through the flow
stage                                start    end  slack (ps)  depth (start not counted)
final                 counter[4]$_DFFE_PN_  ready        7740                          5
after CTS             counter[4]$_DFFE_PN_  ready        7770                          5
after global routing  counter[4]$_DFFE_PN_  ready        7650                          5
## registers in the layout, summed over array words and instances, names as in the netlist
signal / flops
command: 5
command_sender_1.counter: 12
command_sender_1.lcd_e: 1
command_sender_1.sf_d: 4
command_sender_1.status: 1
counter: 20
issue_command: 1
on_status: 1
op_status: 1
pu_lcd_rw: 1
pu_sf_d: 2
## cells by family (layout without fill, tap and decap cells)
logic type | Yosys count | after routing | share of synthesized area
AND/OR/NAND/NOR | 260 | 260 | 0.311
other | 1 | 2 | 0.000802
buffers and inverters | 55 | 39 | 0.0519
XOR/XNOR | 42 | 42 | 0.0787
AND-OR/OR-AND | 130 | 130 | 0.210
multiplexers | 6 | 6 | 0.0131
adder cells (fa/ha/maj) | 9 | 9 | 0.0241
flip-flops | 49 | 49 | 0.310
## metal layers
metal,track usage,vias to the layer above,wire [um]
met3,0.0339,23,1200
met2,0.267,197,6020
met4,0.0350,0,314
met1,0.275,2038,6210
met5,0,-,0
li1,-,2063,-
## power groups by stage
stage / combinational [mW] / clock [mW] / sequential, mW
4_1_cts: 0.249 / 0.144 / 0.294
6_report: 0.252 / 0.140 / 0.296
5_1_grt: 0.276 / 0.149 / 0.307
## layout by cell type, fill, tap and decap left out, types with 20 or more instances in the layout
| master | synthesis | final |
|---|---|---|
| edfxtp_1 | 47 | 47 |
| nand2_1 | 49 | 49 |
| o21ai_0 | 22 | 22 |
| nor3_1 | 21 | 21 |
| a21oi_1 | 28 | 28 |
| xnor2_1 | 22 | 22 |
| nand4_1 | 23 | 23 |
| xor2_1 | 20 | 20 |
| nor2_1 | 60 | 60 |
Power and IR drop assume default switching activity.
